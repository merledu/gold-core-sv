==> flow/design.v <==
package opcode ;
typedef enum logic [6:0] {
rtype = 7'b0110011,
itype=7'b0010011,
branch=7'b1100011,
load=7'b0000011,
store=7'b0100011,
jal=7'b1101111,
jalr=7'b1100111,
lui=7'b0110111 } opcodes_i;
endpackage
`timescale 1ns / 1ps
module imm_gen
(
    input logic [31:0] pc,
    input logic [31:0]instruction,
    output logic [31:0]i_imm,
    output logic [31:0]u_imm,
    output logic [31:0]s_imm,
    output logic [31:0]sb_imm,
    output logic [31:0]uj_imm
);
logic [11:0] I_type;
logic [19:0] U_type;
logic [11:0] S_type;
logic [12:0] SB_type;
logic [20:0] UJ_type;
always_comb
begin
	I_type = instruction[31:20];
	U_type = instruction[31:12];
	S_type = {instruction[31:25],instruction[11:7]};
	SB_type = {instruction[31],instruction[7],instruction[30:25],instruction[11:8],1'b0};
	UJ_type = {instruction[31],instruction[19:12],instruction[20],instruction[30:21],1'b0};
	u_imm = {U_type ,12'b0 };
	begin
	if(I_type[11]==1)
	i_imm = {20'hFFFFF,I_type};
	else 
	i_imm = {20'd0,I_type};
	end
	begin
	if(S_type[11]==1)
	s_imm = {20'hFFFFF,S_type};
	else 
	s_imm = {20'd0,S_type};
	end
	begin
	if(SB_type[12]==1)
	sb_imm = {19'h7FFFF,SB_type}+pc;
	else 
	sb_imm = {19'd0,SB_type}+pc;
	end
	begin
	if(UJ_type[20]==1)
	uj_imm = {11'h7FF ,UJ_type}+pc;
	else 
	uj_imm = {11'd0,UJ_type}+pc;
	end
end
endmodule
==> flow/run.sh <==
#!/bin/bash
# OpenROAD 26Q1-2900-gdf79404cd8, Yosys 0.63+post, stock flow scripts
make -C /OpenROAD-flow-scripts/flow DESIGN_CONFIG=/design/flow/config.mk WORK_HOME=/design/flow/orfs finish
==> flow/config.mk <==
export PLATFORM = sky130hd
export DESIGN_NAME = imm_gen
export DESIGN_NICKNAME = imm_gen
export VERILOG_FILES = /design/flow/design.v
export SDC_FILE = /design/flow/constraint.sdc
export NUM_CORES = 4
export LEC_CHECK = 1
export CORE_AREA = 10 10 113 113
export DIE_AREA = 0 0 123 123
==> flow/constraint.sdc <==
current_design imm_gen

set clk_period 11.9
set clk_io_pct 0.2

create_clock -name clk0 -period $clk_period

set non_clock_inputs [all_inputs -no_clocks]
set_input_delay [expr $clk_period * $clk_io_pct] -clock clk0 $non_clock_inputs
set_output_delay [expr $clk_period * $clk_io_pct] -clock clk0 [all_outputs]
==> run_results.csv <==
group,metric,value,unit
global_routing,wire_length_of_the_first_global_routing_pass,16900,um
sta,maxSlewHeadroom,0.609,
critical_path,critical_path.max_fanout,6,
critical_path,crit_path_start_kind,"input pin",
yosys,synth_warnings,1,
final_layout,post_route_cell_area,4780,sq um
sta,rsz0062_at_grt,"no",
pwr,comb_power_share,1.000,
pwr,netSwitchingPower,112,uW
final_layout,seq_cells,0,
critical_path,critPathKind,"in2out",
sta,tightest_slew,0.586,ns
place,dp_cells,705,
place,placed_cell_area,4780,sq um
sta,final.min_clock_period,8.30,ns
global_routing,global_route.usage.total,0.134,
job,tally_of_max_capacitance_violations,0,
final_layout,finalNonFillerCells,705,
sta,timing.final.max_slew_violations,0,
final_layout,layout.area.seq,0,sq um
yosys,postSynthAreaPerCell,7.12,sq um
yosys,netlist_top_cells_count,"sky130_fd_sc_hd__buf_4, sky130_fd_sc_hd__a21oi_1, sky130_fd_sc_hd__ha_1, sky130_fd_sc_hd__xnor2_1, sky130_fd_sc_hd__nand2_1",
yosys,synth-cells-yosys,470,
floorplanning,core_util_floorplan,0.324,
yosys,synthMostInstantiatedCell,"sky130_fd_sc_hd__buf_4",
global_routing,vias_in_the_first_global_route,3254,
final_layout,post-route-util,0.463,
pwr,power.share.clock,0,
cts,hold_bufs_at_cts,0,
floorplanning,core-area,10300,sq um
detailed_routing,drt_pre_antenna_iters,4,
yosys,ys_top_cells_by_area,"sky130_fd_sc_hd__buf_4, sky130_fd_sc_hd__ha_1, sky130_fd_sc_hd__xnor2_1",
job,warning_total_across_the_stage_logs,39,
yosys,top_cell_area_share,0.220,
critical_path,worstSetupEndpointType,"output pin",
place,portBuffers,202,
global_routing,number_of_antenna_violations_at_the_first_check_in_global_routing,0,
sta,portion_of_the_clock_cycle_consumed_by_the_worst_path_in_the_final_layout,0.698,
detailed_routing,drt-initial-drc-count,189,
yosys,synth_cells,470,
global_routing,largest_net_degree_at_the_start_of_global_routing,64,
global_routing,globalRouteOverflowTotal,0,
pwr,seq_power_share,0,
detailed_routing,finalWirelength,11200,um
yosys,synth.largest_area_cell,"sky130_fd_sc_hd__buf_4",
floorplanning,ios,224,
final_layout,synthToLayoutAreaGrowth,42.7,%
outcome,status,"completed",
critical_path,crit_path_drt,9.52,ns
yosys,yosys-stat-area,3350,sq um
yosys,cell_area_after_technology_mapping,3350,sq um
cts,cts-resized-gates,0,
floorplanning,fp.dieArea,15100,sq um
sta,hold_ws,4.76,ns
detailed_routing,post-route-drc-count,0,
detailed_routing,diode_count,0,
pwr,ir_drop,0.0000271,V
sta,count_of_endpoints_failing_hold_in_the_final_timing_report,0,
pwr,power.switching_fraction,0.386,
detailed_routing,wire_per_inst,15.8,um
final_layout,fillCellCount,1016,
detailed_routing,route.antenna.remaining_nets,0,
pwr,total_leakage_power,0.00197,uW
pwr,power_per_cell_area,61.0,nW/um^2
floorplanning,rows,37,
cts,postCtsSetupBuffers,0,
place,detailed_place_hpwl,9810,um
final_layout,layout.clock_buffers,0,
final_layout,layout-drive-gt1-share,0.0211,
sta,setup_tns,0,ns
yosys,synthDistinctLibCells,56,
yosys,synth-seq-area-share,0,
critical_path,crit_arrival,5.92,ns
place,gp_routability_congestion,0.943,
floorplanning,chipHeight,123,um
pwr,p_int,179,uW
detailed_routing,route.detailed.vias_per_inst,4.81,
detailed_routing,vias,3389,
sta,timing.final.setup_violations,0,
sta,timing.fmax,120,MHz
floorplanning,die_w,123,um
hold_path,holdCritPathClass,"in2out",
per-layer routing:
metal  up-vias  global-route usage  part of all wire
met4         0             0.00146            0.0013
met1      1489               0.174              0.41
met5         -                   0                 0
met3         2              0.0333              0.11
li1       1750                   -                 -
met2       148               0.233              0.47
path summary, 6_finish.rpt:
check | from | endpoint | slack, ns | cells past startpoint
min | pc[0] | sb_imm[0] | 4.76 | 0
max | instruction[21] | uj_imm[31] | 3.60 | 12
worst max-delay path: stages:
cell and delay (ns):
sky130_fd_sc_hd__clkdlybuf4s50_1 0.52, sky130_fd_sc_hd__ha_1 0.23, sky130_fd_sc_hd__fa_1 0.23, sky130_fd_sc_hd__a21o_1 0.12, sky130_fd_sc_hd__a21oi_1 0.10, sky130_fd_sc_hd__o21ai_1 0.25
sky130_fd_sc_hd__a21oi_1 0.15, sky130_fd_sc_hd__o41ai_2 0.61, sky130_fd_sc_hd__a21oi_2 0.23, sky130_fd_sc_hd__o21a_1 0.26, sky130_fd_sc_hd__o311ai_1 0.29, sky130_fd_sc_hd__clkdlybuf4s50_1 0.53
cell type report:
type               instances  area [sq um]  area share
inverters                 14          52.6      0.0110
multi-input cells        352          2530       0.529
well taps                136           170      0.0356
repair buffers           203          2020       0.424
layout by cell type, fill, tap and decap left out, types with 2 or more instances in the layout:
cell type                         synthesis  routed
sky130_fd_sc_hd__o21a_1                   3       3
sky130_fd_sc_hd__inv_1                   14      14
sky130_fd_sc_hd__o31ai_1                  2       2
sky130_fd_sc_hd__conb_1                   1      12
sky130_fd_sc_hd__clkdlybuf4s50_1          0     201
sky130_fd_sc_hd__nand2_1                 34      34
sky130_fd_sc_hd__ha_1                    43      43
sky130_fd_sc_hd__nor2_1                  29      29
sky130_fd_sc_hd__o21ai_2                  2       2
sky130_fd_sc_hd__o21bai_1                14      14
sky130_fd_sc_hd__fa_1                     2       2
sky130_fd_sc_hd__a21oi_2                  2       2
sky130_fd_sc_hd__a31oi_1                  5       5
sky130_fd_sc_hd__nand3_1                  4       4
sky130_fd_sc_hd__nand2b_1                 2       2
sky130_fd_sc_hd__mux2_1                   2       2
sky130_fd_sc_hd__o211ai_1                 3       3
sky130_fd_sc_hd__or3_1                    4       4
sky130_fd_sc_hd__a211oi_1                 4       4
sky130_fd_sc_hd__o21ai_0                  5       5
sky130_fd_sc_hd__nand4_1                  7       7
sky130_fd_sc_hd__xnor2_1                 42      42
sky130_fd_sc_hd__a21o_1                  20      20
sky130_fd_sc_hd__o21ai_1                  9       9
sky130_fd_sc_hd__xor2_1                  12      12
sky130_fd_sc_hd__nor2b_1                  4       4
sky130_fd_sc_hd__nor3_1                   7       7
sky130_fd_sc_hd__a21oi_1                 53      53
power by group through the flow:
| stage | combinational, uW | clock, uW | sequential, uW |
|---|---|---|---|
| after CTS | 297 | 0 | 0 |
| after global routing | 322 | 0 | 0 |
| final | 291 | 0 | 0 |
per-stage QoR:
stage	power [uW]	setup slack [ns]
CTS	297	3.52
global placement	297	3.58
global route	322	3.36
detailed placement	295	3.54
floorplan	143	5.09
finish	291	3.60
cells by family after synthesis:
family / Yosys count / share of synthesized area
buffers and inverters: 129 / 0.257
AND/OR/NAND/NOR: 100 / 0.139
adder cells (fa/ha/maj): 45 / 0.173
multiplexers: 2 / 0.00673
AND-OR/OR-AND: 139 / 0.283
XOR/XNOR: 54 / 0.141
other: 1 / 0.00112
Power and IR drop assume default switching activity.
