==> design/flow/design.v <==
package opcode ;
typedef enum logic [6:0] {
rtype = 7'b0110011,
itype=7'b0010011,
branch=7'b1100011,
load=7'b0000011,
store=7'b0100011,
jal=7'b1101111,
jalr=7'b1100111,
lui=7'b0110111 } opcodes_i;
endpackage
module mux_4_1(
	input logic [31:0] in1_i,in2_i,in3_i,in4_i,
	input logic [1:0] sel_i,
	output logic [31:0] out_o
);
	always_comb
	begin
		if(sel_i == 2'b00) begin
			out_o = in1_i;
		end
		else if(sel_i == 2'b01) begin
			out_o = in2_i;		
		end
		else if(sel_i == 2'b10) begin
			out_o = in3_i;
		end
		else if(sel_i == 2'b11) begin
			out_o = in4_i;
		end		
		else begin
			out_o <= 32'b0;
		end
	end
endmodule 
==> design/flow/run.sh <==
#!/bin/bash
# OpenROAD 26Q1-2900-gdf79404cd8, Yosys 0.63+post, stock flow scripts
make -C /OpenROAD-flow-scripts/flow DESIGN_CONFIG=/design/flow/config.mk WORK_HOME=/design/flow/orfs finish
==> design/flow/config.mk <==
export PLATFORM = sky130hd
export DESIGN_NAME = mux_4_1
export DESIGN_NICKNAME = mux_4_1
export VERILOG_FILES = /design/flow/design.v
export SDC_FILE = /design/flow/constraint.sdc
export NUM_CORES = 4
export LEC_CHECK = 1
export CORE_AREA = 10 10 84 84
export DIE_AREA = 0 0 94 94
==> design/flow/constraint.sdc <==
current_design mux_4_1

set clk_period 1.5
set clk_io_pct 0.2

create_clock -name clk0 -period $clk_period

set non_clock_inputs [all_inputs -no_clocks]
set_input_delay [expr $clk_period * $clk_io_pct] -clock clk0 $non_clock_inputs
set_output_delay [expr $clk_period * $clk_io_pct] -clock clk0 [all_outputs]
==> run summary <==
run results: Yosys Warn Count 1, crit path cell chain buf_12 > buf_8 > mux4_2 > buf_2, Total GRT Usage 0.131, clock share of power 0, slowest cell delay on critical path 0.50 ns, maxcap violations 0, Lkg Pwr 1.11 nW, most frequent logic cell in the layout dlygate4sd2_1, critical path's slowest cell mux4_2, Filler cells 556, worst-margin pin slew 0.127 ns, syn_area_per_cell 20.9 µm², dpl ws -0.616 ns, WL met1 2.29 mm, combinational share of power 1.000, WL met2 2.96 mm, power per cell area 240 nW/µm², Max transition margin 0.916, Setup crit end kind output port, unrepaired setup endpoints after global routing true, Area after DPL 2510 µm², critical path class primary input to output port, run status complete, no violations, row count 26, final setup margin 0.0157 ns, HP Class primary input to output port, Arr. time, crit path 1.18 ns, Final Hold Vio Count 0, Seq cells 0, I/O Buffers 162, Remaining Overflow, GRT 0, Routability Congestion 0.912, core box area 5200 µm², initial antenna violation count 1, placed cells 270, yosys stat chip area 815 µm², fin crit share 0.990, WP buf/inv 3, WP data required 1.20 ns, crit-path max FO 6, Sw Share 0.255, Routed Antenna Nets 0, cell taking the most area after synthesis mux4_2, first-pass GRT wire length 8.67 mm, drt first pass iters 2, clock buffers 0, Net Sw Power 0.140 mW, initial DRC count 9, Post-CTS Hold Buffers 0, FP Util 0.156, Die Ht 94 µm, min-delay src in1_i[22], Area leader share 0.829, Tool Warnings 33, total power 0.551 mW, vias in the first global route 1,421, cells in synth_stat.txt 39, vias per inst 4.34, share of cells above drive strength 1 0.369, # Post-CTS Setup Buffers 0, Die Size 8840 µm², Highest Clock Rate 674 MHz, most frequent cells in the layout 128 x dlygate4sd2_1, 33 x buf_2, 32 x mux4_2, 4 x buf_12, 2 x buf_16, HPWL after DPL 5.25 mm, Finished Layout Cells 274, Final Hold Slack 1.08 ns, mapped cell area 815 µm², number of remaining DRC errors 0, Routed WL 5.85 mm, highest routed layer met4, routed wire length per instance 21.3 µm, critical path depth in cells 4, distinct lib cells 5, type of origin of the critical path primary input, register area 0 µm², VDD IR-drop max 0.0965 mV, top cells by area mux4_2 83%, buf_12 7.4%, mux4_1 6.5%, setup TNS 0 ns, Seq pwr share 0, final setup vio count 0, # IOs 162, Chip Width 94 µm, worst hold path depth 3, Hold EP out_o[22], Area growth syn-to-layout 182%, met3 wire length 573 µm, CP top delay family multiplexers, largest net degree at the start of global routing 11, crit path time final 1.48 ns, max-slew violation count 0, Synth Seq Share 0, vias after detailed routing 1,189, Pint 0.410 mW, Post-Syn Instances 39, final core utilization 0.442, Finished Cell Area 2300 µm²
## cells by family (layout without fill, tap and decap cells)
kind of cell,Yosys count,count (layout),share of synthesized area
muxes,32,32,0.894
buffers and inverters,7,171,0.106
other,0,1,0
## what timing repair did
action | 4_1_cts | 5_1_grt
resized | 241 | 0
setup endpoints to repair | 32 | 19
cloned | 3 | 0
## power by group through the flow
| stage | clock network (mW) | registers (mW) | logic [mW] |
|---|---|---|---|
| after CTS | 0 | 0 | 0.563 |
| after global routing | 0.0000000891 | 0 | 0.600 |
| final | 0.0000000891 | 0 | 0.551 |
## area by class of cell
class	instances	area, µm²	share of cell area
timing repair buffer	171	1490	0.647
tap	70	87.6	0.0381
multi-input combinational	32	721	0.314
antenna	1	2.50	0.00109
## per-layer routing
metal / vias up / track usage
met4: 0 / 0.00506
li1: 539 / -
met2: 92 / 0.228
met3: 2 / 0.0444
met1: 556 / 0.163
met5: - / 0
## cell usage after synthesis, drive strengths merged
library cell	instances
buf	7
mux4	32
## worst max path at each step
stage | slack [ns] | to | start
5_1_grt | -0.03 | out_o[19] | sel_i[0]
6_report | 0.02 | out_o[24] | sel_i[0]
4_1_cts | 0.002 | out_o[12] | sel_i[0]
Power and IR drop assume default switching activity.
