## ./design.v

```verilog
package opcode ;
typedef enum logic [6:0] {
rtype = 7'b0110011,
itype=7'b0010011,
branch=7'b1100011,
load=7'b0000011,
store=7'b0100011,
jal=7'b1101111,
jalr=7'b1100111,
lui=7'b0110111 } opcodes_i;
endpackage
module data_mem(
	input logic clk,
	input logic ren,
	input logic wen,
	input logic [7:0] addr,
	input logic [31:0] data_i,
	output logic [31:0] data_o
);
logic [31:0] mem[0:256];
always @(posedge clk) begin 
	if(wen) begin
		mem[addr] <= data_i;	
	end
end
always @(*) begin
	if(ren) begin
		data_o = mem[addr];	
	end
end
endmodule 
```

## ./run.sh

```bash
#!/bin/bash
# OpenROAD 26Q1-2900-gdf79404cd8, Yosys 0.63+post, stock flow scripts
make -C /OpenROAD-flow-scripts/flow DESIGN_CONFIG=/design/flow/config.mk WORK_HOME=/design/flow/orfs finish
```

## ./config.mk

```make
export PLATFORM = sky130hd
export DESIGN_NAME = data_mem
export DESIGN_NICKNAME = data_mem
export VERILOG_FILES = /design/flow/design.v
export SDC_FILE = /design/flow/constraint.sdc
export NUM_CORES = 4
export LEC_CHECK = 1
export CORE_UTILIZATION = 50
export SYNTH_MEMORY_MAX_BITS = 65536
```

## ./constraint.sdc

```tcl
current_design data_mem

set clk_period 35.9
set clk_io_pct 0.2

create_clock -name clk0 -period $clk_period [get_ports {clk}]

set non_clock_inputs [all_inputs -no_clocks]
set_input_delay [expr $clk_period * $clk_io_pct] -clock clk0 $non_clock_inputs
set_output_delay [expr $clk_period * $clk_io_pct] -clock clk0 [all_outputs]
```

==> results.yml <==
# generated from flow reports
grt:
  grt_overflow_total: 0
  grt_max_degree: 119
  grt_usage_pct: 31.8
  grt_pass1_wl_mm: 1210
  antenna_found_initial: 41
  grt_pass1_vias: 162941
pwr:
  power.density_nw_per_um2: 56.1
  power_frac_seq_pct: 53.6
  vdd_drop_max_v: 0.0000587
  combPwrFrac_pct: 5.0
  p_int_mw: 15.5
  p_clk_share_pct: 41.4
  p_leak_nw: 107
  p_sw_mw: 4.22
  swShare_pct: 21.5
  finalPower_mw: 19.7
clocking:
  post_cts_buffers: 0
  hold_buffers: 0
  cts_max_level: 6
  cts_buffers: 799
  cts_buffer_depth: 4
  post_cts_resized: 0
  path_clk_slew_ps: 60
  tritoncts: "yes"
  cts_root_buf: "clkbuf_16"
synthesis:
  synth-area-yosys_sq_um: 309000
  syn_avg_cell_area_sq_um: 23.6
  synth_area_sq_um: 309000
  yosys-top-cells-count: "8192 x edfxtp_1, 2048 x mux4_2, 1024 x a22oi_1, 512 x a21oi_1, 486 x clkbuf_1"
  ys.flops: 8224
  ys_async_sr_fraction_pct: 0
  area_leaders: "edfxtp_1 80%, mux4_2 15%, a22oi_1 2.5%"
  ff_type: "edfxtp_1"
  edf_count: 8192
  synth.top_cell.area_share_pct: 79.7
  postSynthCellCount: 13076
  synth.most_common_cell: "edfxtp_1"
  ys_cells: 13076
  yosysTopAreaCell: "edfxtp_1"
  yosysWarnings: 1
  yosysUniqueCellTypes: 20
detailed_routing:
  wl_mm: 859
  drt-initial-drc-count: 10318
  num_vias: 144422
  drc: 0
  avgViaCountPerCell: 6.34
  detail-route-antenna-nets: 0
  drt-pass1-iter-count: 5
  wl_per_cell_microns: 37.7
cells_and_area:
  drive_gt1_share_pct: 29.9
  areaGrowthSynthToFinish_pct: 13.7
  fin_cells: 22792
  nFillCells: 42484
sta:
  hold_viol_final: 0
  rsz0062_at_grt: "false"
  period_used_pct: 28.7
  unclocked_regs: 32
  slew_headroom_pct: 9.20
  max_freq_mhz: 97.0
  finalSetupTns_ps: 0
  final_max_slew_viol_count: 0
  setup_viol: 0
  layout_min_cycle_time_ps: 10310
  untimed_endpoints: 64
  tightest_slew_ps: 1340
critical_path:
  cp-end-kind: "flip-flop"
  cp.required_ps: 36670
  setup.worst_path.start: "addr[1]"
  arrival_ps: 11090
  cp-start-kind: "input pin"
  critPathMaxFanout: 60
  criticalPathCategory: "in2reg"
placed_design:
  placedCellCount: 21264
  numPortBuffers: 74
  place_hpwl_mm: 512
  gp_congestion: 1.03
floorplan:
  fp.dieW_microns: 788
  die_h_microns: 788
  pin_count: 75
  initCoreUtil_pct: 50.2
  chipArea_sq_um: 621000
  std_cell_rows: 288
  coreArea_sq_um: 615000
min_path:
  worstHoldPathType: "in2reg"
  min_from: "data_i[6]"
run_status:
  status: "completed"
job:
  tool_warnings: 50
  drv_cap: 0
cells by family after synthesis:
group                  share of synthesized area [%]
latches                                        0.156
AND-OR/OR-AND                                   3.68
AND/OR/NAND/NOR                                0.472
multiplexers                                    14.9
buffers and inverters                           1.07
flip-flops                                      79.7
placed cells by master, fill, tap and decap left out, types with 16 or more instances in the layout:
master           Yosys  routed
o41ai_1            128      30
clkinv_2             0     141
clkdlybuf4s50_1      0      39
nand2_2              0      20
buf_4               24     769
clkinvlp_4           0      32
bufinv_16            0      66
a22oi_1           1024    1024
buf_8                0      32
inv_6                0      16
clkbuf_1           486     165
clkbuf_16            0     809
clkinv_16            0      16
diode_2              0      58
nor2_4               0     256
mux4_2            2048    2048
dlxtp_1             32      32
o41ai_2              0      97
clkinv_1             0     195
a21oi_1            512     512
edfxtp_1          8192    8192
nand4_1             34      34
metrics by stage:
stage	setup WS [ps]	area (sq um)	hold WS (ps)	utilization, %
floorplan	24800	309000	7280	-
detailed placement	24650	325000	7580	52.9
global route	25660	351000	6420	57.1
finish	25590	351000	6420	57.1
CTS	25840	351000	6360	57.1
global placement	24670	325000	7580	52.9
final timing paths:
check	end	slack, ps	depth (start not counted)
max	mem[119][4]	25590	9
min	mem[76][6]	6420	1
worst max-delay path: stages:
cell,delay (ps)
buf_16,210
buf_4,670
nand2_1,400
nor2_1,330
buf_4,230
nand2_4,340
buf_4,490
nor2_4,410
buf_4,430
registers in the layout, indices dropped and copies added (netlist names):
name / count
data_o: 32
mem: 8192
layout make-up:
class / instances / area, sq um / share of cell area [%]
Clock buffer: 974 / 20900 / 5.94
Multi-Input combinational cell: 4064 / 61800 / 17.6
Sequential cell: 8224 / 246000 / 70.2
Tap cell: 8120 / 10200 / 2.89
Timing Repair Buffer: 855 / 6940 / 1.98
Inverter: 1 / 3.75 / 0.00107
Clock inverter: 496 / 4720 / 1.34
Antenna cell: 58 / 145 / 0.0413
routing by layer:
layer / GRT usage [%] / up-vias / wire (microns)
li1: - / 58747 / -
met1: 35.4 / 73284 / 235000
met2: 43.4 / 10793 / 393000
met3: 29.5 / 1506 / 183000
met4: 11.3 / 92 / 42700
met5: 7.30 / - / 5440
power groups by stage:
| stage | clock network (mW) | logic, mW | registers (mW) |
|---|---|---|---|
| 4_1_cts | 8.27 | 0.984 | 10.6 |
| 5_1_grt | 8.64 | 1.04 | 10.6 |
| 6_report | 8.15 | 0.982 | 10.6 |
Power is estimated from default activity; no workload was simulated.
